File: flow/run.sh
#!/bin/bash
# OpenROAD 26Q1-2900-gdf79404cd8, Yosys 0.63+post, stock flow scripts
make -C /OpenROAD-flow-scripts/flow DESIGN_CONFIG=/design/flow/config.mk WORK_HOME=/design/flow/orfs finish
File: flow/design.v
module per_spi(
    input wire clk_i,
    input wire rst_i_n,
    input [1:0] size_i,
    input wire[31:0] wdata_i,
    input wire[31:0] addr_i,
    input wire wr_i,
    input wire  rd_i,
    output reg[31:0] data_o,
    output reg spi_mosi,              
    input wire spi_miso,              
    output wire spi_ss,               
    output reg spi_clk                
    );
    localparam SPI_CTRL   = 4'h0;     
    localparam SPI_DATA   = 4'h4;     
    localparam SPI_STATUS = 4'h8;     
    reg[31:0] spi_ctrl;
    reg[31:0] spi_data;
    reg[31:0] spi_status;
    reg[8:0] clk_i_cnt;                
    reg en;                          
    reg[4:0] spi_clk_edge_cnt;       
    reg spi_clk_edge_level;          
    reg[7:0] rdata;                  
    reg done;                        
    reg[3:0] bit_index;              
    wire[8:0] div_cnt;
    assign spi_ss = ~spi_ctrl[3];    
    assign div_cnt = spi_ctrl[15:8]; 
    always @ (posedge clk_i) begin
        if (rst_i_n == 1'b0) begin
            en <= 1'b0;
        end else begin
            if (spi_ctrl[0] == 1'b1) begin
                en <= 1'b1;
            end else if (done == 1'b1) begin
                en <= 1'b0;
            end else begin
                en <= en;
            end
        end
    end
    always @ (posedge clk_i) begin
        if (rst_i_n == 1'b0) begin
            clk_i_cnt <= 9'h0;
        end else if (en == 1'b1) begin
            if (clk_i_cnt == div_cnt) begin
                clk_i_cnt <= 9'h0;
            end else begin
                clk_i_cnt <= clk_i_cnt + 1'b1;
            end
        end else begin
            clk_i_cnt <= 9'h0;
        end
    end
    always @ (posedge clk_i) begin
        if (rst_i_n == 1'b0) begin
            spi_clk_edge_cnt <= 5'h0;
            spi_clk_edge_level <= 1'b0;
        end else if (en == 1'b1) begin
            if (clk_i_cnt == div_cnt) begin
                if (spi_clk_edge_cnt == 5'd17) begin
                    spi_clk_edge_cnt <= 5'h0;
                    spi_clk_edge_level <= 1'b0;
                end else begin
                    spi_clk_edge_cnt <= spi_clk_edge_cnt + 1'b1;
                    spi_clk_edge_level <= 1'b1;
                end
            end else begin
                spi_clk_edge_level <= 1'b0;
            end
        end else begin
            spi_clk_edge_cnt <= 5'h0;
            spi_clk_edge_level <= 1'b0;
        end
    end
    always @ (posedge clk_i) begin
        if (rst_i_n == 1'b0) begin
            spi_clk <= 1'b0;
            rdata <= 8'h0;
            spi_mosi <= 1'b0;
            bit_index <= 4'h0;
        end else begin
            if (en) begin
                if (spi_clk_edge_level == 1'b1) begin
                    case (spi_clk_edge_cnt)
                        1, 3, 5, 7, 9, 11, 13, 15: begin
                            spi_clk <= ~spi_clk;
                            if (spi_ctrl[2] == 1'b1) begin
                                spi_mosi <= spi_data[bit_index];    
                                bit_index <= bit_index - 1'b1;
                            end else begin
                                rdata <= {rdata[6:0], spi_miso};    
                            end
                        end
                        2, 4, 6, 8, 10, 12, 14, 16: begin
                            spi_clk <= ~spi_clk;
                            if (spi_ctrl[2] == 1'b1) begin
                                rdata <= {rdata[6:0], spi_miso};    
                            end else begin
                                spi_mosi <= spi_data[bit_index];    
                                bit_index <= bit_index - 1'b1;
                            end
                        end
                        17: begin
                            spi_clk <= spi_ctrl[1];
                        end
                    endcase
                end
            end else begin
                spi_clk <= spi_ctrl[1];
                if (spi_ctrl[2] == 1'b0) begin
                    spi_mosi <= spi_data[7];            
                    bit_index <= 4'h6;
                end else begin
                    bit_index <= 4'h7;
                end
            end
        end
    end
    always @ (posedge clk_i) begin
        if (rst_i_n == 1'b0) begin
            done <= 1'b0;
        end else begin
            if (en && spi_clk_edge_cnt == 5'd17) begin
                done <= 1'b1;
            end else begin
                done <= 1'b0;
            end
        end
    end
    always @ (posedge clk_i) begin
        if (rst_i_n == 1'b0) begin
            spi_ctrl <= 32'h0;
            spi_data <= 32'h0;
            spi_status <= 32'h0;
        end else begin
            spi_status[0] <= en;
            if (wr_i == 1'b1) begin
                case (addr_i[3:0])
                    SPI_CTRL: begin
                        spi_ctrl <= wdata_i;
                    end
                    SPI_DATA: begin
                        spi_data <= wdata_i;
                    end
                    default: begin
                    end
                endcase
            end else begin
                spi_ctrl[0] <= 1'b0;
                if (done == 1'b1) begin
                    spi_data <= {24'h0, rdata};
                end
            end
        end
    end
    always @ (*) begin
        if (rst_i_n == 1'b0) begin
            data_o = 32'h0;
        end else begin
            case (addr_i[3:0])
                SPI_CTRL: begin
                    data_o = spi_ctrl;
                end
                SPI_DATA: begin
                    data_o = spi_data;
                end
                SPI_STATUS: begin
                    data_o = spi_status;
                end
                default: begin
                    data_o = 32'h0;
                end
            endcase
        end
    end
endmodule
File: flow/constraint.sdc
current_design per_spi

set clk_period 6.6
set clk_io_pct 0.2

create_clock -name clk0 -period $clk_period [get_ports {clk_i}]

set non_clock_inputs [all_inputs -no_clocks]
set_input_delay [expr $clk_period * $clk_io_pct] -clock clk0 $non_clock_inputs
set_output_delay [expr $clk_period * $clk_io_pct] -clock clk0 [all_outputs]
File: flow/config.mk
export PLATFORM = sky130hd
export DESIGN_NAME = per_spi
export DESIGN_NICKNAME = per_spi
export VERILOG_FILES = /design/flow/design.v
export SDC_FILE = /design/flow/constraint.sdc
export NUM_CORES = 4
export LEC_CHECK = 1
export CORE_UTILIZATION = 40
==> notes.md <==
Notes on the physical design

The flow ran to the end, and the final reports show no timing, DRC or antenna violations. In this build the clock could be raised as far as 202 MHz. Setup repair after global routing left no endpoint under its margin. Once the floorplan was initialized, standard cells occupied 41.0% of the core. The tally of buffers added on design ports is 74. For the worst setup path, the data arrival time is 3.62 ns.

Per the Yosys statistics, synthesis produced 554 cells. VDD sags by at most 117 uV. The cell depth of the worst hold path is 2.

After its last routability iteration, the placer logged a weighted congestion of 0.842. The post-route minimum period is 4.94 ns. For this sky-water flow run, the detailed-routed wirelength per cell is reported as 15.8 microns. The most frequent standard cell in the layout excluding fill and tap cells is dfxtp_1. The total setup buffers inserted after CTS is 0. In the finished design, the share of the clock period the worst path needs comes to 74.9%. The cell area power density is 211 nW/um^2. The clock input transition at the sequential cells of the worst setup and hold paths is 0.06 ns. The total DRC errors in the routed layout is 0. The final setup TNS is 0 ns.

The count of cell types in the netlist is 63. On the final layout, the worst clock skew is 0.00616 ns. For this run, the register share of the synthesized area comes to 41.2%. The sum of routed wire length over all layers is 12.0 mm. The worst setup path is launched from a primary input.

The report puts the cell count of the worst reg-to-reg path at 7. The max-cap violation count is 0. Hold-check failures listed in the final report amount to 0.

For the worst reg-to-reg path, the endpoint reported by OpenROAD is rdata[6]. The chip area in the Yosys report is 4660 sq um. The setup slack after layout is 1.66 ns. The register bit count reported by yosys is 96. The cell count after synthesis came out at 554. Looking at the max-slew report, the worst-margin pin has a slew of 0.730 ns. The master cell of the clock root buffer is clkbuf_16. The leakage power is 1.98 nW. The via count of the first global-routing pass was 3795. TritonCTS built the clock tree.

The final timing report lists a max-slew violation count of 0. The number of top-level design ports is 106. The post-cts sizing count is 0. The number of placement rows is 39. The maximum fanout count along the critical path is 25.

The synthesis report names the predominant flop master as dfxtp_1. The source-to-sink clock delay at the later pin of the worst-skew pair is 0.33 ns. The number of inserted diodes is 0. The die footprint is 12100 sq um. The flow measured a signed area growth from synthesis to layout of 24.4%. The pre-antenna-repair detailed-routing pass consisted of 5 iterations.

The number of warning messages in the yosys log is 1. Leaving out fill and tap cells, the most frequent cells in the layout are dfxtp_1 (96), nand2_1 (90), nor2_1 (79). Across all stage logs, warnings added up to 60.

The internal reg-to-reg setup slack is 4.34 ns. The capturing element of the worst setup path is data_o[9]. The number of enable flip-flop cells is 0. The required time of the critical path is 5.28 ns. The type of the worst setup path is in2out. The total overflow reported by the global router is 0. The die boundary height is 110 microns. The first global-routing pass estimated 19.3 mm of wire. The layout summary lists the proportion of cells stronger than drive strength 1 as 7.67%.

The remaining antenna violation count is 0. STA classifies the critical path endpoint as an output port. The launch point of the critical path is rst_i_n. Across all hold checks on the routed design, the worst slack comes to 0.455 ns. The clock H-tree reported by CTS has 3 levels. Per the TritonCTS log, the buffer count is 9.

The area inside the core boundary is 11400 sq um. The number of hold buffers added after CTS is 0. The largest net degree at the start of global routing is 70. The worst hold path belongs to the class reg2reg. The number of sinks on the clock net is 96. The synthesized netlist occupies a cell area of 4660 sq um. Per the post-synthesis stats, the area per cell is 8.42 sq um. The routed via count divided by cell count is 5.46. Detailed-route iteration 0 reported a violation count of 207. Detailed placement ended at an HPWL of 7.83 mm. The share of flip-flops with an asynchronous set or reset is 0%. The number of vias in the routed layout is 4128. The pre-CTS setup slack is 1.69 ns.

Per the CTS log, the buffer count on the longest clock path is 2. The initial antenna violation count came to 0. In this run the critical register-to-register path is launched from spi_clk_edge_cnt[0]. The total of endpoints with negative setup slack in the final report is 0. The relative slew slack is 51.3%. In this run the horizontal extent of the chip is 110 microns. Global routing consumed, over all layers together, 21.0% of the routing resources.
[worst min-delay path by stage]
stage | start | to | slack, ns
4_1_cts | spi_ctrl[7] | spi_ctrl[7] | 0.46
5_1_grt | spi_ctrl[27] | spi_ctrl[27] | 0.47
6_report | spi_ctrl[18] | spi_ctrl[18] | 0.46
[flip-flops by register name, indices dropped and copies added (netlist names)]
register / cells
spi_clk: 1
spi_clk_edge_cnt: 5
bit_index: 4
spi_mosi: 1
spi_status: 1
spi_ctrl: 32
rdata: 8
spi_clk_edge_level: 1
en: 1
spi_data: 32
clk_i_cnt: 9
done: 1
[final cells by class]
cell class                 instances  area (sq um)
multi-input combinational        405          2520
clock inverter                     6          91.3
clock buffer                       9           225
timing repair buffer              83           808
inverter                          14          52.6
tap                              143           179
sequential                        96          1920
fill                            1033          5570
[worst max-delay path, stage by stage]
cell,delay (ns)
clkdlybuf4s50_1,0.86
nand2_1,0.38
buf_4,0.35
nor2_1,0.22
clkdlybuf4s50_1,0.50
[power by group]
part	switching [mW]	internal (mW)	total, mW
registers	0.00643	0.585	0.592
logic	0.0391	0.0352	0.0743
clock network	0.224	0.333	0.557
[Yosys cell counts (8+ instances only)]
cell | instances | area share [%]
xor2_1 | 15 | 2.8
nor2_1 | 79 | 6.4
nand2_1 | 90 | 7.2
ha_1 | 8 | 2.1
mux2i_1 | 21 | 4.5
clkbuf_1 | 24 | 1.9
buf_2 | 8 | 0.86
a211oi_1 | 11 | 1.8
a22oi_1 | 55 | 8.9
inv_1 | 13 | 1.0
dfxtp_1 | 96 | 41
a21oi_1 | 38 | 4.1
[stage by stage]
| step | utilization, % | cell area (sq um) | power [mW] | std cells |
|---|---|---|---|---|
| 6_report | 51.0 | 5800 | 1.22 | 756 |
| 5_1_grt | 51.0 | 5800 | 1.26 | 756 |
| 4_1_cts | 51.0 | 5800 | 1.24 | 756 |
| 3_5_place_dp | 48.2 | 5490 | 0.679 | 741 |
| 3_3_place_gp | 48.2 | 5490 | 0.678 | 741 |
| 2_1_floorplan | - | 4660 | 0.638 | 554 |
[logic make-up after synthesis]
logic type / share of synthesized area [%]
AND/OR/NAND/NOR: 21.5
AND-OR/OR-AND: 21.3
flip-flops: 41.2
buffers and inverters: 4.64
multiplexers: 6.20
XOR/XNOR: 3.01
adder cells (fa/ha/maj): 2.15
[routing by layer]
layer	up-vias	track usage [%]	wire (microns)
met4	0	2.86	162
met5	-	0	0
li1	2064	-	-
met3	14	3.93	772
met1	1925	32.5	5670
met2	125	32.0	5370
No activity file was given, so power comes from the tool's default toggle rates.
